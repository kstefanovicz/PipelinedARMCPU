File: ./constraint.sdc
current_design shifter

set clk_period 8.4
set clk_io_pct 0.2

create_clock -name clk0 -period $clk_period

set non_clock_inputs [all_inputs -no_clocks]
set_input_delay [expr $clk_period * $clk_io_pct] -clock clk0 $non_clock_inputs
set_output_delay [expr $clk_period * $clk_io_pct] -clock clk0 [all_outputs]
File: ./config.mk
export PLATFORM = sky130hd
export DESIGN_NAME = shifter
export DESIGN_NICKNAME = shifter
export VERILOG_FILES = /design/flow/design.v
export SDC_FILE = /design/flow/constraint.sdc
export NUM_CORES = 4
export LEC_CHECK = 1
export CORE_UTILIZATION = 30
File: ./run.sh
#!/bin/bash
# OpenROAD 26Q1-2900-gdf79404cd8, Yosys 0.63+post, stock flow scripts
make -C /OpenROAD-flow-scripts/flow DESIGN_CONFIG=/design/flow/config.mk WORK_HOME=/design/flow/orfs finish
File: ./design.v
module mult (
	input logic		[63:0]	A, B,
	input logic					  doSigned,				 
	output logic	[63:0]	mult_low, mult_high
	);
	logic signed	[63:0]	signedA, signedB;
	logic signed	[127:0]	signedResult;
	logic				  [127:0]	unsignedResult;
	always_comb begin
		signedA = A;
		signedB = B;
		signedResult = signedA * signedB;
	end
	always_comb
		unsignedResult = A * B;
	always_comb
		if (doSigned)
			{mult_high, mult_low} = signedResult;
		else
			{mult_high, mult_low} = unsignedResult;
endmodule
module shifter(
	input logic		[63:0]	value,
	input logic					  direction,  
	input	logic		[5:0]		distance,
	output logic	[63:0]	result
	);
	always_comb begin
		if (direction == 0)  					 
			result = value << distance;
		else
			result = value >> distance;
	end
endmodule
module shifter_testbench();
	logic	[63:0]	value;
	logic				  direction;
	logic [5:0]		distance;
	logic [63:0]	result;
	shifter dut (.value, .direction, .distance, .result);
	integer i, dir;
	initial begin
		value = 64'hDEADBEEFDECAFBAD;
		for(dir=0; dir<2; dir++) begin
			direction <= dir[0];
			for(i=0; i<64; i++) begin
				distance <= i; #10;
			end
		end
	end
endmodule
module mult_testbench();
	logic [63:0]	A, B;
	logic				doSigned;
	logic	[63:0]	mult_low, mult_high;
	logic	[127:0]	fullVal;
	mult dut (.A, .B, .doSigned, .mult_low, .mult_high);
	assign fullVal = {mult_high, mult_low};
	integer i;
	initial begin
		for(i=0; i<2; i++) begin
			doSigned <= i[0];
			A <=  0; B <=  0; #10;
			A <=  1; B <=  2; #10;
			A <= -1; B <=  1; #10;
			A <= -1; B <= -1; #10;
			A <= 5<<35; B <= 6<<35; #10;
		end
	end
endmodule
==> results.toml <==
# generated from flow reports
[logic_synthesis]
synthTopCellsByArea = "mux4_2, mux2i_1, mux2_2"
top_cell_area_share_pct = 33.53
netlist_area_sq_mm = 0.008531
yosys.cell_count.top_type = "mux4_2"
yosys_warnings = 1
yosysTopAreaCell = "mux4_2"
yosysChipArea_sq_mm = 0.008531
synth_area_per_cell_sq_um = 8.732
synthCells = 977
synth_cell_types = 62
proportion_of_synthesized_chip_area_in_sequential_cells_pct = 0
yosysCellCount = 977
synth.top_cells.by_count = "mux4_2, mux2i_1, nor2_1, o22ai_1, mux2_2"

[sta]
layout_min_cycle_time_ns = 6.980
fin_hold_ws_ns = 4.407
tightestPinTransition_ns = 1.128
timing.final.crit_share_pct = 83.09
fin_ws_ns = 1.420
rsz0062_at_grt = "no"
drv_slew = 0
hold_viol_final = 0
setup_viol = 0
timing.slew.headroom_pct = 22.68
clock.fmax_mhz = 143.3
setup-tns-final_ns = 0

[placed_design]
place_area_sq_mm = 0.01013
port_buffers = 135
pre_cts_ws_ns = 1.548
post-dp-hpwl_mm = 36.31
gp_routability_congestion = 1.158

[critical_path]
slowest_stage_delay_on_critical_path_ns = 0.88
timing.critical_path.slowest_stage_cell = "clkdlybuf4s50_1"
crit_type = "in -> out"
arrival_ns = 5.30
worstPathCellList = "clkdlybuf4s50_1 -> inv_1 -> or3_1 -> buf_4 -> nor2_1 -> a21oi_1 -> o2111ai_1 -> clkdlybuf4s50_1"
cpMostUsedCell = "clkdlybuf4s50_1"
crit_fanout = 25
cp-start-kind = "primary input"
path_delay_family = "buffers and inverters"
worstPathBufferInverterCount = 4
end_kind = "output port"
crit_required_ns = 6.72

[power_and_ir_drop]
internal_power_w = 0.0003440
switching_share_pct = 57.32
ir_drop_uv = 63.17
powerDensity_mw_per_mm2 = 79.59
totalPowerFinal_w = 0.0008061
p_leak_nw = 3.433
switching_power_w = 0.0004621

[global_route]
initial_antenna_violation_count = 0
grt_pass1_wl_mm = 67.34
grt_start_max_net_pins = 77
via_count_of_the_first_global_routing_pass = 9597
overflow = 0
grt_usage_pct = 32.93

[drt]
routed-via-count = 10030
wl_met3_mm = 7.297
total_wire_length_after_detailed_routing_mm = 46.64
firstDrtPassIters = 6
vias_per_cell = 7.038
met2WireLength_mm = 18.79
highest_layer = "met4"
post_drt_wl_per_cell_microns = 32.73
drc_errors = 0
route.antenna.remaining_nets = 0
dr.first_iter.drc_count = 1351
wl_met1_mm = 17.73

[cells_and_area]
ff_count = 0
postLayoutCellArea_sq_mm = 0.01013
fill_cells = 2845
syn_to_final_growth_pct = 18.73
drive_gt1_share_pct = 23.04
clock_buffers = 0
layout.area.seq_sq_um = 0

[floorplanning]
chipHeight_microns = 170.6
core.rowCount = 61
floorplan.core_area_sq_mm = 0.02786
floorplan.die_area_sq_mm = 0.02911
floorplan.core_util_pct = 30.62
io-pin-count = 135
die_w_microns = 170.6

[clock_network]
cts.repair.resized = 0
hold_buffers = 0
post-cts-setup-buffers = 0

[run]
timing.max_cap.violations = 0
warnings = 32

[outcome]
run_status = "complete, no violations"

[hold_path]
hold_path_class = "in -> out"
-- path summary, 6_finish.rpt --
kind | start | end | slack [ns] | cells past startpoint
max | distance[4] | result[55] | 1.42 | 8
min | distance[3] | result[59] | 4.41 | 5
-- cells by family after synthesis --
group | count (synthesis) | share of synthesized area (%)
multiplexers | 309 | 55.73
AND-OR/OR-AND | 299 | 23.95
AND/OR/NAND/NOR | 257 | 13.68
buffers and inverters | 112 | 6.629
-- cell usage in the layout, fill, tap and decap left out, types with 6 or more instances in the layout --
master and n:
a211oi_1 15, a21oi_1 41, a221oi_1 7, a22oi_1 13
a31oi_1 6, buf_4 41, clkdlybuf4s50_1 131, mux2_2 58
mux2i_1 124, mux4_2 127, nand2_1 51, nand2b_1 15
nand3_1 10, nor2_1 122, nor2b_1 9, nor3_1 15
o2111ai_1 7, o211ai_1 28, o21ai_0 46, o221ai_1 21
o22a_1 6, o22ai_1 67, o2bb2ai_1 6
-- layer usage --
layer  track usage, %  vias up
met5                0        -
met4            15.12        0
met3            16.13      161
met2            45.27      806
met1            43.71     4879
li1                 -     4183
-- power by group through the flow --
stage | Combinational (W) | Sequential [W] | Clock (W)
5_1_grt | 0.000838 | 0 | 0
4_1_cts | 0.000779 | 0 | 0
-- stage by stage --
stage | std cells | util, %
finish | 1425 | 36.36
global route | 1424 | 36.35
CTS | 1424 | 36.35
detailed placement | 1424 | 36.35
global placement | 1424 | 36.35
floorplan | 977 | -
-- cell type report --
cell class / count / area [sq um] / share of cell area (%)
Multi-Input combinational cell: 865 / 7970 / 78.69
Timing Repair Buffer: 176 / 1663 / 16.42
Tap cell: 378 / 473.0 / 4.670
Inverter: 5 / 20.02 / 0.1977
Antenna cell: 1 / 2.502 / 0.02471
Power and IR drop assume default switching activity.
