`flow/config.mk`:
```
export PLATFORM = sky130hd
export DESIGN_NAME = one_bit_alu
export DESIGN_NICKNAME = one_bit_alu
export VERILOG_FILES = /design/flow/design.v
export SDC_FILE = /design/flow/constraint.sdc
export NUM_CORES = 4
export LEC_CHECK = 1
export CORE_AREA = 10 10 70 70
export DIE_AREA = 0 0 80 80
```
`flow/constraint.sdc`:
```
current_design one_bit_alu

set clk_period 2.7
set clk_io_pct 0.2

create_clock -name clk0 -period $clk_period

set non_clock_inputs [all_inputs -no_clocks]
set_input_delay [expr $clk_period * $clk_io_pct] -clock clk0 $non_clock_inputs
set_output_delay [expr $clk_period * $clk_io_pct] -clock clk0 [all_outputs]
```
`flow/design.v`:
```
`timescale 1ns/10ps
module fullAdder(
	output logic result, carry_out,
	input  logic A, B, C
	);
	parameter delay = 0.5;
	logic haCX, haCY, haSX;
	halfAdder ha1 (.result(haSX), .carry_out(haCX), .A, .B);
	halfAdder ha0 (.result, .carry_out(haCY), .A(haSX), .B(C));
	or #(delay) carry (carry_out, haCX, haCY);
endmodule
module fullAdder_testbench();
logic result, carry_out;
logic A, B, C;
  fullAdder dut (.result, .carry_out, .A, .B, .C);
integer i;
  initial begin
  for(i=0; i<8; i++) begin
    {A, B, C} = i; #10;
  end
end
endmodule
`timescale 1ns/10ps
module halfAdder(
  output logic result, carry_out,
  input  logic A, B
);
	parameter delay = 0.5;
  logic aNANDb, x, y;
  nand #(delay) nand3 (aNANDb, A, B);
  nand #(delay) nand2 (x, aNANDb, A);
  nand #(delay) nand1 (y, aNANDb, B);
  nand #(delay) nand0 (result, x, y);
  and #(delay) carry (carry_out, A, B);
endmodule
module halfAdder_testbench();
  logic result, carry_out;
  logic A, B;
  halfAdder dut (.result, .carry_out, .A, .B);
  integer i;
    initial begin
    for(i=0; i<4; i++) begin
      {A, B} = i; #10;
      end
    end
endmodule
`timescale 1ns/10ps
module mux2_1(
	output logic out,
	input  logic in0, in1, sel1
	);
	parameter delay = 0.05;
	logic nsel1;
	not invtr1 (nsel1, sel1);
	logic a, b;
	nand nand1 (a, in0, nsel1);
	nand nand2 (b, in1, sel1);
	nand nand3 (out, a, b);
endmodule
module mux2_1_testbench();
	logic in0, in1, sel1;
	logic out;
	mux2_1 dut (.out, .in0, .in1, .sel1);
	integer i;
		initial begin
		for(i=0; i<8; i++) begin
			{sel1, in0, in1} = i; #10;
		end
	end
endmodule
`timescale 1ns/10ps
module mux8_1(
	output logic out,
	input  logic [7:0] in,
	input  logic [2:0] sel
	);
	parameter delay = 0.05;
	logic [5:0] w;
	mux2_1 mux6 (.out,       .in0(w[1]), .in1(w[0]), .sel1(sel[2]));
	mux2_1 mux5 (.out(w[0]), .in0(w[3]), .in1(w[2]), .sel1(sel[1]));
	mux2_1 mux4 (.out(w[1]), .in0(w[5]), .in1(w[4]), .sel1(sel[1]));
	mux2_1 mux3 (.out(w[5]), .in0(in[0]), .in1(in[1]), .sel1(sel[0]));
	mux2_1 mux2 (.out(w[4]), .in0(in[2]), .in1(in[3]), .sel1(sel[0]));
	mux2_1 mux1 (.out(w[3]), .in0(in[4]), .in1(in[5]), .sel1(sel[0]));
	mux2_1 mux0 (.out(w[2]), .in0(in[6]), .in1(in[7]), .sel1(sel[0]));
endmodule
module mux8_1_testbench();
	logic [7:0] in;
	logic [2:0] sel;
	logic out;
	mux8_1 dut (.out, .in, .sel);
	integer i;
		initial begin
		for(i=0; i<2048; i++) begin
			{sel, in} = i; #10;
		end
	end
endmodule
`timescale 1ns/10ps
module one_bit_alu (A, B, C, Bnot, cntrl, result, carry_out);
	input logic A, B, C, Bnot;  
	input logic [2:0] cntrl;
	output logic carry_out, result;
	logic bIn, adder, andRes, orRes, xorRes;
  parameter delay = 0.5;
	mux2_1 bInvert (.out(bIn), .in0(B), .in1(Bnot), .sel1(cntrl[0]));
	fullAdder addSub (.result(adder), .carry_out, .A, .B(bIn), .C);
	and #(delay) andSol (andRes, A, B);
	or  #(delay) orSol (orRes, A, B);
	xor #(delay) xorSol (xorRes, A, B);
	mux8_1 cntrlMux (.out(result), .in({1'b0, xorRes, orRes, andRes, adder, adder, 1'b0, B}), .sel(cntrl));
endmodule
module one_bit_alu_testbench();
	logic A, B, C;
	logic [2:0] cntrl;
	logic carry_out, result;
	one_bit_alu dut (.A, .B, .C, .cntrl, .result, .carry_out);
	integer i, j;
	initial begin
	for(i=0; i<8; i++) begin
		{A, B, C} = i;
		for(j=0; j<8; j++) begin
			cntrl = j; #10;
		end
	end
	end
endmodule
```
`flow/run.sh`:
```
#!/bin/bash
# OpenROAD 26Q1-2900-gdf79404cd8, Yosys 0.63+post, stock flow scripts
make -C /OpenROAD-flow-scripts/flow DESIGN_CONFIG=/design/flow/config.mk WORK_HOME=/design/flow/orfs finish
```
==> impl_metrics.env <==
# source this file to load flow results
export IMPL_drt_iter0_drc=2
export IMPL_cp_cell_sequence="clkdlybuf4s50_1, mux2i_1, fa_1, nor2b_1, nor3_1, a31oi_1, clkdlybuf4s15_1"
export IMPL_die_h_um=80
export IMPL_warnings=33
export IMPL_yosysWarnings=0
export IMPL_yosys_area_um2=119
export IMPL_dp_hpwl_um=395
export IMPL_slowest_stage="fa_1"
export IMPL_io_pins=9
export IMPL_slew_headroom_pct=89.5
export IMPL_power_density_nw_per_um2=114
export IMPL_end_kind="output pin"
export IMPL_p_leak_nw=0.128
export IMPL_clock_fmax_mhz=388
export IMPL_postRouteAntennaNets=0
export IMPL_fin_crit_sh_pct=95.5
export IMPL_fp_util_pct=3.48
export IMPL_stdcell_count=74
export IMPL_cp_arrival_ns=2.04
export IMPL_fin_util_pct=8.46
export IMPL_insertedDiodeCount=0
export IMPL_status="complete, no violations"
export IMPL_drt_pass1_iterations=2
export IMPL_drc=0
export IMPL_overflow=0
export IMPL_worst_slew_pin_slew_ns=0.154
export IMPL_synth_seq_share_pct=0
export IMPL_yosysMostFrequentCell="inv_1"
export IMPL_finalMaxSlewViolations=0
export IMPL_drv_cap=0
export IMPL_via_per_inst=1.89
export IMPL_worstPathMaxFanout=1
export IMPL_required_ns=2.16
export IMPL_antenna_found_initial=0
export IMPL_wl_um=412
export IMPL_final_hold_violation_count=0
export IMPL_syn_area_per_cell_um2=7.43
export IMPL_final_layout_size_suffix_gt1_share_pct=14.3
export IMPL_cts_setup_buffers=0
export IMPL_whs_ns=1.67
export IMPL_dp_cells=74
export IMPL_finalSetupViolations=0
export IMPL_grt_max_degree=5
export IMPL_flop_count=0
export IMPL_crit_type="input pin to output pin"
export IMPL_top_area_cell="ha_1"
export IMPL_grt_first_pass_wirelength_um=655
export IMPL_synthTopCellsByCount="inv_1, ha_1, mux2i_1"
export IMPL_ys_cells=16
export IMPL_numPortBuffers=9
export IMPL_cp_num_buf_inv=2
export IMPL_track_usage_pct=1.25
export IMPL_critical_path_top_delay_family="buffers and inverters"
export IMPL_die_width_um=80
export IMPL_hold_buffers=0
export IMPL_route_detailed_wl_per_inst_um=5.57
export IMPL_synthTopCellsByArea="ha_1, fa_1, mux2i_1"
export IMPL_vdd_drop_max_mv=0.0136
export IMPL_core_region_area_um2=3420
export IMPL_synth_cells=16
export IMPL_period_needed_ns=2.58
export IMPL_hp_class="input pin to output pin"
export IMPL_vias=140
export IMPL_area_growth_pct=143
export IMPL_die_area_um2=6400
export IMPL_critPathMaxStageDelay_ns=0.44
export IMPL_yosysUniqueCellTypes=11
export IMPL_grt_setup_unrepaired="no"
export IMPL_worstSetupStartpointType="input pin"
export IMPL_flop_area_um2=0
export IMPL_num_clock_buffers=0
export IMPL_yosysTopAreaCellShare_pct=21.1
export IMPL_synth_area_um2=119
export IMPL_routabilityCongestion=0.685
export IMPL_grt_pass1_vias=148
export IMPL_row_count=21
==> final cells by class <==
class	instances	area (um2)
fill	409	3130
inverter	4	15.0
timing repair buffer	12	113
tap	46	57.6
multi-input combinational	12	104
==> metrics by stage <==
step	instance area [um2]	setup WS (ns)	setup TNS (ns)	power, mW
floorplan	119	0.769	0	0.0111
CTS	285	0.0227	0	0.0336
global placement	289	-0.378	-0.378	0.0351
detailed placement	289	-0.402	-0.402	0.0356
global route	289	0.00987	0	0.0375
finish	289	0.122	0	0.0328
==> routing by layer <==
metal	routed length, um	GRT usage [%]	vias up
met5	0	0	-
met4	0	0	0
met3	44	0.227	0
met2	201	2.41	5
met1	166	1.46	60
li1	-	-	75
==> worst paths after layout <==
check	from	endpoint	slack, ns	cells after the start
max	Bnot	result	0.12	7
min	cntrl[0]	result	1.67	4
==> what timing repair did <==
action,CTS,global route
pin swaps,1,1
endpoints found under the setup margin,1,1
gates resized,4,2
==> tightest hold or removal path, delay by kind of cell <==
family	cells	cell delay, ns
AOI/OAI and AO/OA	1	0.07
buffers and inverters	2	0.45
and+or+nand+nor	1	0.07
==> power breakdown <==
group	internal, mW	total, mW	switching [mW]
Clock	0	0	0
Sequential	0	0	0
Combinational	0.0216	0.0328	0.0112
Total	0.0216	0.0328	0.0112
==> cells in the final DEF (no fill, tap or decap) <==
cell and n:
mux2i_1 2, buf_4 3, inv_1 3, nor3_1 1
nor2_1 1, clkdlybuf4s15_1 1, nor3b_1 1, clkdlybuf4s50_1 5
ha_1 2, nand2_1 1, fa_1 1, dlymetal6s2s_1 1
inv_2 1, nor2b_1 1, or2_0 1, a31oi_1 1
dlygate4sd2_1 2
==> logic make-up after synthesis <==
group / share of synthesized area [%]
buffers and inverters: 12.6
muxes: 16.8
and+or+nand+nor: 27.4
adders and majority gates: 37.9
AOI/OAI and AO/OA: 5.27
Power and IR drop assume default switching activity.
