[./design.v]
`timescale 1ns/10ps
module mux2_1(
	output logic out,
	input  logic in0, in1, sel1
	);
	parameter delay = 0.05;
	logic nsel1;
	not invtr1 (nsel1, sel1);
	logic a, b;
	nand nand1 (a, in0, nsel1);
	nand nand2 (b, in1, sel1);
	nand nand3 (out, a, b);
endmodule
module mux2_1_testbench();
	logic in0, in1, sel1;
	logic out;
	mux2_1 dut (.out, .in0, .in1, .sel1);
	integer i;
		initial begin
		for(i=0; i<8; i++) begin
			{sel1, in0, in1} = i; #10;
		end
	end
endmodule
`timescale 1ns/10ps
module mux32_1(
	output logic out,
	input  logic [31:0] in,
	input  logic [4:0]  sel
	);
	parameter delay = 0.05;
	logic [9:0] w;
	mux2_1 mux10 (.out, .in0(w[8]), .in1(w[9]), .sel1(sel[4]));
	mux4_1 mux9	 (.out(w[9]), .in(w[7:4]),      .sel(sel[3:2]));
	mux4_1 mux8	 (.out(w[8]), .in(w[3:0]),      .sel(sel[3:2]));
	mux4_1 mux7	 (.out(w[7]), .in(in[31:28]),   .sel(sel[1:0]));
	mux4_1 mux6	 (.out(w[6]), .in(in[27:24]),   .sel(sel[1:0]));
	mux4_1 mux5	 (.out(w[5]), .in(in[23:20]),   .sel(sel[1:0]));
	mux4_1 mux4	 (.out(w[4]), .in(in[19:16]),   .sel(sel[1:0]));
	mux4_1 mux3	 (.out(w[3]), .in(in[15:12]),   .sel(sel[1:0]));
	mux4_1 mux2	 (.out(w[2]), .in(in[11:8]),    .sel(sel[1:0]));
	mux4_1 mux1	 (.out(w[1]), .in(in[7:4]),     .sel(sel[1:0]));
	mux4_1 mux0	 (.out(w[0]), .in(in[3:0]),     .sel(sel[1:0]));
endmodule
module mux32_1_testbench();
	logic out;
	logic [31:0] in;
	logic [4:0]  sel;
	mux32_1 dut (.out, .in, .sel);
	integer j;
		initial begin
		for (j=0; j<32; j++) begin
			in[j] = 64'b0;
		end
	end
	integer i;
		initial begin
		for(i=0; i<32; i++) begin
			sel = i;
			in[i]   = 64'h0000000000000000;		#10;
			in[i]   = 64'hFFFFFFFFFFFFFFFF;		#10;
			in[i]   = 64'h00000000FF000000;		#10;
			in[i]   = 64'h0000000000000000;		#10;
			in[14]   = 64'h00000000FF000000;		#10;
			in[i]   = 64'h0000000000000000;		#10;
			in[2]   = 64'h00000000FF000000;		#10;
			in[2]   = 64'h0000000000000000;		#10;
		end
	end
endmodule
`timescale 1ns/10ps
module mux4_1(
	output logic out,
	input  logic [3:0] in,
	input  logic [1:0] sel
	);
	parameter delay = 0.05;
	logic [1:0] nsel;
	not invtr1 (nsel[1], sel[1]);
	not invtr0 (nsel[0], sel[0]);
	logic [3:0] w;
	nand nand4 (out,  w[3],  w[2],  w[1], w[0]);
	nand nand3 (w[3], in[3], sel[1],   sel[0]);
	nand nand2 (w[2], in[2], sel[1],   nsel[0]);
	nand nand1 (w[1], in[1], nsel[1],  sel[0]);
	nand nand0 (w[0], in[0], nsel[1],  nsel[0]);
endmodule
module mux4_1_testbench();
	logic out;
	logic [3:0] in;
	logic [1:0] sel;
	mux4_1 dut (.out, .in, .sel);
	integer i;
		initial begin
		for(i=0; i<64; i++) begin
			{sel, in} = i; #10;
		end
	end
endmodule
[./config.mk]
export PLATFORM = sky130hd
export DESIGN_NAME = mux32_1
export DESIGN_NICKNAME = mux32_1
export VERILOG_FILES = /design/flow/design.v
export SDC_FILE = /design/flow/constraint.sdc
export NUM_CORES = 4
export LEC_CHECK = 1
export CORE_AREA = 10 10 70 70
export DIE_AREA = 0 0 80 80
[./constraint.sdc]
current_design mux32_1

set clk_period 3.0
set clk_io_pct 0.2

create_clock -name clk0 -period $clk_period

set non_clock_inputs [all_inputs -no_clocks]
set_input_delay [expr $clk_period * $clk_io_pct] -clock clk0 $non_clock_inputs
set_output_delay [expr $clk_period * $clk_io_pct] -clock clk0 [all_outputs]
[./run.sh]
#!/bin/bash
# OpenROAD 26Q1-2900-gdf79404cd8, Yosys 0.63+post, stock flow scripts
make -C /OpenROAD-flow-scripts/flow DESIGN_CONFIG=/design/flow/config.mk WORK_HOME=/design/flow/orfs finish
==> job_summary.md <==
## Implementation flow summary

| Metric | Value |
|---|---|
| Worst vdd ir | between 0.03 and 0.04 mV |
| Post-layout min period | between 2 and 3 ns |
| First-pass GRT wire length | between 2000 and 2500 um |
| Post-synth seq share | 0 |
| Req. time, crit path | about 2.4 ns |
| Final setup violation count | 0 |
| Commonest cells after routing, fill and taps aside | 35 x clkdlybuf4s50_1, 15 x mux2i_1, 6 x nand2_1 |
| Ports | 38 |
| Detailed Route WL | between 1500 and 2000 um |
| Post-synthesis chip area from yosys | between 300 and 400 sq um |
| Most frequent logic cell in the layout | clkdlybuf4s50_1 |
| Largest type area fraction | 0.4923 |
| Port Buf Inserts | 38 |
| Delay of the slowest critical-path stage | roughly 0.42 ns |
| Drt wl/cell | 11.90 um |
| GR met2 Demand/Resource | 0.07384 |
| Largest net degree at the start of global routing | 9 |
| Area after DPL | around 760 sq um |
| Static Leak | roughly 0.33 nW |
| Clock buffer cells | 0 |
| Worst Path Arrival | ~2.2 ns |
| Adder and majority gate portion of the synthesized area | 0 |
| Hpwl dp | roughly 1400 um |
| Tightest Hold Check Type | input port to output port |
| Chip area | between 6000 and 7000 sq um |
| Die y size | 80 um |
| Kind of critical path | input port to output port |
| Xor+xnor area frac | 0 |
| Tool warnings | 32 |
| Simple Share, Synth | 0.2192 |
| CP endpoint kind | output port |
| Starting density of the core | 0.09524 |
| Cells after synthesis | 41 |
| Vias per cell | 3.512 |
| ANT cells | 0 |
| Highest clock rate | roughly 350 MHz |
| Status | complete, no violations |
| M1 GR Usage | 0.05475 |
| Slew @ Worst Pin | approximately 0.26 ns |
| Worst Hold Endpoint | out |
| Global Route met3 Usage | 0.01250 |
| Unique cell types | 15 |
| Initial DRC count | 13 |
| Core area | about 3400 sq um |
| Fraction of layout cells with a size suffix above 1 | 0.07407 |
| MUX area fraction | 0.4923 |
| Total global-route track usage | 0.04296 |
| AND-OR/OR-AND Cells, Area Fraction | 0.1923 |
| Top logic family | multiplexers |
| RSZ-0062 raised after global routing | no |
| Buf/Inv on CP | 3 |
| Fin crit share | 0.9470 |
| RePlAce Congestion | around 0.78 |
| Routed Antenna Nets | 0 |
| Num rows | 21 |
| Delay-heaviest family, CP | buffers and inverters |
| Vias post-DR | between 400 and 500 |
| Fin area | just under 800 sq um |
| Slowest cell on the critical path | clkdlybuf4s50_1 |
| Syn_area_per_cell | approximately 7.9 sq um |
| Final Hold Viols | 0 |
| # Cells Yosys | 41 |
| WP depth | 8 |
| Total Neg Setup Slack | 0 ns |
| Hold wc startpoint | sel[1] |
| Overall power | around 0.096 mW |
| Hold Path Stages | 5 |
| Power Density | 121.8 nW/um^2 |
| Synth warnings | 0 |
| Max cap viols | 0 |
| Hold WS | approximately 2.1 ns |
| Syn-to-layout area delta | 141.9% |
| Seq_cells | 0 |
| Slew HR | 0.8266 |
| Total gr overflow | 0 |
| # fillers | 362 |
| Cell Area, Synth | ~330 sq um |
| Crit-path max FO | 7 |
| Max-slew violation count | 0 |
| CP cell instances | dlygate4sd2_1, buf_6, mux2i_2, nand2_1, nand4b_1, a21oi_1, a311o_1, clkdlybuf4s50_1 |
| Leading post-synthesis cells by cell area | mux2i_1 49%, a22oi_1 9.2%, nand2_1 6.9% |
| Global route hottest layer | met2 |
| Drt drc | 0 |
| Number of global-route vias before repair | roughly 460 |
| Initial antenna violation count | 0 |
| Post-synth top area cell | mux2i_1 |
| Drt pass-1 iters | 4 |
| Die x size | around 80 um |
| Critical Path Source Type | input port |
| Seq. cell area | 0 sq um |
==> final cells by class <==
type	instances	area (sq um)	share of cell area
Tap cell	46	57.56	0.07313
Timing Repair Buffer	42	430.4	0.5469
Multi-Input combinational cell	39	299.0	0.3800
==> tightest hold or removal path: stages <==
cell	delay, ns
dlymetal6s2s_1	0.13
nor2b_1	0.10
nand2_1	0.07
a311o_1	0.14
clkdlybuf4s50_1	0.47
==> cells by family (layout without fill, tap and decap cells) <==
kind of cell           after synthesis  count (layout)
multiplexers                        16              16
AND-OR/OR-AND                        9               9
AND/OR/NAND/NOR                     14              14
buffers and inverters                2              42
==> worst max-delay path by stage <==
stage	startpoint	to	slack, ns
final	sel[0]	out	0.16
after global routing	sel[0]	out	0.05
after CTS	sel[2]	out	0.04
==> per-layer routing <==
layer | routed length, um | up-vias | part of all wire
met5 | 0 | - | 0
met4 | 0 | 0 | 0
met3 | 121 | 0 | 0.080
met2 | 717 | 16 | 0.47
met1 | 672 | 190 | 0.44
li1 | - | 240 | -
==> power breakdown <==
group | internal [mW] | total, mW | switching (mW)
Sequential | 0 | 0 | 0
Clock | 0 | 0 | 0
Combinational | 0.0679 | 0.0959 | 0.0280
==> cell usage after synthesis, drive strengths merged <==
| master | instances |
|---|---|
| a211oi | 1 |
| a21oi | 3 |
| a22oi | 4 |
| a311o | 1 |
| and2 | 1 |
| and2b | 1 |
| buf | 2 |
| mux2i | 16 |
| nand2 | 6 |
| nand2b | 1 |
| nand3 | 2 |
| nand4b | 1 |
| nor2 | 1 |
| nor2b | 1 |
==> stage by stage <==
| step | util | cells | setup slack (ns) |
|---|---|---|---|
| after floorplan | - | 41 | 0.9516 |
| after CTS | 0.2264 | 126 | 0.03993 |
| after global placement | 0.2223 | 125 | -0.1855 |
| final | 0.2304 | 127 | 0.1591 |
| after global routing | 0.2304 | 127 | 0.05494 |
| after detailed placement | 0.2223 | 125 | -0.1820 |
==> what timing repair did <==
| item | CTS | global route |
|---|---|---|
| hold buffers | 0 | 0 |
| endpoints found under the setup margin | 1 | 1 |
| resized | 3 | 3 |
| buffers inserted | 1 | 1 |
Power is estimated from default activity; no workload was simulated.
